==> flow/design.v <==
`timescale 1ns/1ns
module SPI #
    (
    parameter                           registers = 8,
    parameter                           inputs = 6,
    parameter                           sword = 8,
    parameter                           syncing = 0,
    parameter                           addressing = 1
    )
    (
    input                               CEB,
    input                               CLK,
    input                               DATA,
    output                              DOUT_DAT,
    output                              DOUT_EN,
    input                               RST,
    output reg [registers*sword-1:0]    R,
    input [inputs*sword-1:0]            RD
    );
    function integer clogb2;
        input integer value;
        integer     i;
        begin
            clogb2 = 0;
            for(i = 0; 2**i < value; i = i + 1)
            clogb2 = i + 1;
        end
    endfunction
    localparam numbit_instr = 2;                     
    localparam maxobj = (registers>inputs?registers:inputs);
    localparam numbit_address = clogb2(maxobj);
    localparam numbit_waddress = clogb2(registers);
    localparam numbit_raddress = clogb2(inputs);
    localparam numbit_handshake = numbit_instr+numbit_address+sword;
    localparam numbit_posthandshake = numbit_instr+numbit_address+sword+sword;
    localparam numbit_prehandshake = numbit_instr+numbit_address;
    reg    [numbit_handshake-1:0]    sft_reg;        
    wire [numbit_waddress-1:0]    addr;              
    wire [numbit_raddress-1:0]    raddr;             
    wire [sword-1:0]            word;                
    reg                         we;                  
    reg                         re;                  
    wire [registers-1:0]        dec_o;               
    wire [inputs-1:0]        dec_i;                  
    genvar                        i;
    wire                         endo;               
    always @ (posedge CLK or negedge RST)
    begin
        if(RST == 1'b0)
        begin
            sft_reg <= {numbit_handshake{1'b0}};                 
        end else if(CEB == 1'b0 && endo == 1'b1)
        begin
            sft_reg <= {sft_reg[numbit_handshake-2:0], DATA};    
        end else
        begin
            sft_reg <= sft_reg;                                  
        end
    end
    assign addr = sft_reg[numbit_waddress-1+sword:sword];        
    assign raddr = sft_reg[numbit_raddress-1:0];                 
    assign word = sft_reg[sword-1:0];
    wire [numbit_posthandshake - 1:0] sync;
    generate if(syncing) begin
        localparam numbit_counter = clogb2(numbit_posthandshake);
        reg [numbit_counter - 1:0] counter;
        always @ (posedge CLK or negedge RST)
        begin
            if(RST == 1'b0)
            begin
                counter <= {numbit_counter{1'b0}};       
            end else 
            begin
                if(CEB == 1'b1)
                begin
                    counter <= {numbit_counter{1'b0}};   
                end else
                begin
                    counter <= counter+1;                
                end
            end
        end
        assign sync = (1 << counter);
    end else begin
        reg [numbit_posthandshake - 1:0] counter;
        always @ (posedge CLK or negedge RST)
        begin
            if (RST == 1'b0)
            begin
                counter <= {{(numbit_posthandshake-1){1'b0}},1'b1};      
            end else 
            begin
                if (CEB == 1'b1)
                begin
                    counter <= {{(numbit_posthandshake-1){1'b0}},1'b1};  
                end else
                begin
                    counter <= counter << 1;                             
                end
            end
        end
        assign sync = counter;
    end
    endgenerate
    always @ (posedge CLK or negedge RST)
    begin
        if(RST == 1'b0)
        begin
            we <= 1'b0;                                                  
            re <= 1'b0;
        end else if(CEB == 1'b0)
        begin
            if(sync[0] == 1'b1) begin    
                we <= DATA;
            end
            if(sync[1] == 1'b1) begin
                re <= DATA;
            end
        end
    end
    wire enw, eno, encap;
    assign eno = |sync[numbit_posthandshake-1:numbit_handshake] & re;
    assign enw = sync[numbit_handshake] & we;
    assign endo = |sync[numbit_handshake-1:0];
    assign encap = sync[numbit_address+2];
    wire [sword-1:0] bus_rd;
    wire [sword-1:0] RDA [0:inputs-1];
    genvar unpk_idx; 
    generate 
        for (unpk_idx=0; unpk_idx<(inputs); unpk_idx=unpk_idx+1) begin 
            assign RDA[unpk_idx][((sword)-1):0] = RD[((sword)*unpk_idx+(sword-1)):((sword)*unpk_idx)]; 
        end 
    endgenerate
    generate
        if(addressing) begin
            assign bus_rd = RDA[addr];
        end else begin
            wire [inputs*sword-1:0] trib_rd;
            for (i = 0; i < inputs; i = i + 1) begin 
                assign trib_rd[(i+1)*sword - 1:i*sword] = dec_i[i]?RD[(i+1)*sword - 1:i*sword]:{sword{1'b0}};
            end
            for (i = 0; i < inputs; i = i + 1) begin 
                assign bus_rd = trib_rd[(i+1)*sword - 1:i*sword];
            end
        end
    endgenerate
    reg [sword-1:0] bus_cap;
    always @ (posedge CLK or negedge RST)
    begin
        if(RST == 1'b0)
        begin
            bus_cap <= {sword{1'b0}};    
        end else if(encap == 1'b1)
        begin
            bus_cap <= bus_rd;           
        end else if(eno == 1'b1)
        begin
            bus_cap <= bus_cap << 1;     
        end
    end
    reg DOUTNOZ;
    always @ (posedge CLK or negedge RST)
    begin
        if(RST == 1'b0)
        begin
            DOUTNOZ <= 1'b0;
        end else if(eno == 1'b0)
        begin
            DOUTNOZ <= 1'b0;
        end else
        begin
            DOUTNOZ <= bus_cap[sword-1];
        end
    end
    reg enoz;
    always @ (posedge CLK or negedge RST)
    begin
        if(RST == 1'b0)
        begin
            enoz <= 1'b0;
        end else if(eno == 1'b0)
        begin
            enoz <= 1'b0;
        end else
        begin
            enoz <= 1'b1;
        end
    end
    assign DOUT_EN = enoz&!CEB;
    assign DOUT_DAT = DOUTNOZ;
    assign dec_o = enw?(1 << addr):{registers{1'b0}};
    assign dec_i = encap?(1 << raddr):{registers{1'b0}};
    generate
        for (i = 0; i < registers; i = i + 1)
        begin 
            always @ (posedge CLK or negedge RST) begin
                if ( RST == 1'b0 )
                begin
                    R[(i+1)*sword - 1:i*sword] <= {sword{1'b0}};                 
                end else if(dec_o[i] == 1'b1)
                begin
                    R[(i+1)*sword - 1:i*sword] <= word;                          
                end    else
                begin
                    R[(i+1)*sword - 1:i*sword] <= R[(i+1)*sword - 1:i*sword];    
                end
            end
        end
    endgenerate
endmodule
==> flow/run.sh <==
#!/bin/bash
# OpenROAD 26Q1-2900-gdf79404cd8, Yosys 0.63+post, stock flow scripts
make -C /OpenROAD-flow-scripts/flow DESIGN_CONFIG=/design/flow/config.mk WORK_HOME=/design/flow/orfs finish
==> flow/config.mk <==
export PLATFORM = sky130hd
export DESIGN_NAME = SPI
export DESIGN_NICKNAME = SPI
export VERILOG_FILES = /design/flow/design.v
export SDC_FILE = /design/flow/constraint.sdc
export NUM_CORES = 4
export LEC_CHECK = 1
export CORE_UTILIZATION = 40
==> flow/constraint.sdc <==
current_design SPI

set clk_period 2.9
set clk_io_pct 0.2

create_clock -name clk0 -period $clk_period [get_ports {CLK}]

set non_clock_inputs [all_inputs -no_clocks]
set_input_delay [expr $clk_period * $clk_io_pct] -clock clk0 $non_clock_inputs
set_output_delay [expr $clk_period * $clk_io_pct] -clock clk0 [all_outputs]
==> job_summary.md <==
## Implementation flow summary

| Metric | Value |
|---|---|
| Status | `finished clean` |
| H-tree depth | `3` |
| Vias in the first global route | `3,072` |
| Synth-to-layout area growth | `34.78%` |
| Setup Buffers After CTS | `0` |
| Leakage Power | `2.736 nW` |
| Tmin final | `2.163 ns` |
| Tool warnings | `25` |
| Async SR Flop Fraction | `100.0%` |
| DRC viols | `0` |
| GRT Overall Usage | `18.91%` |
| YS chip area | `4558 sq um` |
| Worst-path maximum fanout | `2` |
| Max FFs per register | `64` |
| Final WL | `10.32 mm` |
| Final setup TNS | `0 ns` |
| Final hold violation count | `0` |
| Yosys simple share | `8.455%` |
| Pin count of the biggest net entering global routing | `58` |
| XOR/XNOR share of the synthesized area | `0%` |
| Die ar. | `11,830 sq um` |
| Synth Seq Share | `59.32%` |
| ANT nets after route | `0` |
| GRT overflow | `0` |
| Yosys adder share | `0%` |
| Post-layout util | `55.94%` |
| Synth top cell by count | `dfrtp_1` |
| Die Width | `108.8 um` |
| DR iter-0 viols | `74` |
| RSZ-0062 raised after global routing | `no` |
| Worst slew margin | `50.87%` |
| Cell Type Count | `49` |
| Initial antenna violation count | `0` |
| Crit path DRT | `2.32 ns` |
| Crit path buf inv count | `2` |
| Average wire per standard cell | `17.76 um` |
| Pwr/cell area | `594.2 nW/um^2` |
| First-pass GRT wire length | `16.40 mm` |
| Top area contributor share | `58.74%` |
| Synth mux share | `22.45%` |
| Syn_area_per_cell | `14.02 sq um` |
| AO/OA Area Share | `6.670%` |
| Worst path max stage delay | `0.47 ns` |
| Hold-fix buffers, CTS | `0` |
| Worst hold path class | `in -> async` |
| Critical path's slowest cell | `clkdlybuf4s50_1` |
| Worst setup EP type | `primary output` |
| Top cells by count, synth | `107 x dfrtp_1, 67 x mux2_2, 22 x nor2b_1, 13 x mux2_4, 11 x o21ai_0` |
| Skew final | `0.007964 ns` |
| WL met1 | `4.718 mm` |
| Post-CTS Resized | `0` |
| FP Util | `41.50%` |
| WL met2 | `4.681 mm` |
| Yosys reg bits | `108` |
| Core area | `10,980 sq um` |
| CP Launch Type | `input pin` |
| FMAX | `0.4623 GHz` |
| Final setup vio count | `0` |
| Cell mode on critical path | `clkdlybuf4s50_1` |
| I/O Buffers | `117` |
| Critical Path, Cell by Cell | `clkdlybuf4s50_1, nor2b_1, clkdlybuf4s50_1` |
| CTS tree | `yes` |
| Main logic family | `multiplexers` |
| Clock tree buffer depth | `2` |
| Post-Syn Instances | `325` |
| # IOs | `118` |
| Antenna Cells | `0` |
| Share of post-route cells with drive strength above 1 | `26.98%` |
| Layout fillers | `903` |
| Clk slew on worst S/H paths | `0.07 ns` |
| Yosys Instances | `325` |
| Power, Total | `3.650 mW` |
| Pins Over Slew Limit | `0` |
| Pre-antenna DRT Iters | `4` |
| Peak supply drop | `416.6 uV` |
| Met3 Wirelength | `832 um` |
| CP delay by family, top | `buffers and inverters` |
| Synthesized cell area | `4558 sq um` |
| Row count | `38` |
| Clk Tree Root Cell | `clkbuf_16` |
| Fin crit share | `74.59%` |
| Routability cong. | `0.7780` |
| Die height | `108.8 um` |
| Vias | `2,947` |
| Worst setup path class | `in -> out` |
| Yosys top cell by area | `dfrtp_1` |
| DP HPWL | `6.915 mm` |
| Crit path DAT | `1.58 ns` |
| Max cap viols | `0` |
| Clock sink total | `108` |
| Clock buffer count from CTS | `9` |
| Vias per inst | `5.072` |
| Uppermost metal layer occupied by signal nets | `met4` |
| Yosys warnings | `1` |
| Latency at later pin | `0.34 ns` |
| Largest cells by area after synthesis | `dfrtp_1 59%, mux2_2 17%, mux2_4 4.3%` |
| Worst-margin pin slew | `0.7370 ns` |
| Most common reg cell | `dfrtp_1` |
| Post-synth EDFFs | `0` |
==> stage by stage <==
stage	hold slack (ns)	setup slack (ns)	instances	area (sq um)
after detailed placement	0.4772	0.7263	566	5844
after global placement	0.4736	0.7184	566	5844
after floorplan	0.2844	1.279	325	4558
after CTS	0.3192	0.7201	581	6143
after global routing	0.3490	0.6331	581	6143
final	0.2983	0.7370	581	6143
==> power breakdown <==
group / internal (mW) / switching (mW) / total [mW] / leakage, nW
combinational: 0.317 / 0.278 / 0.595 / 1.13
sequential: 1.61 / 0.213 / 1.82 / 1.46
clock: 0.693 / 0.539 / 1.23 / 0.145
total: 2.62 / 1.03 / 3.65 / 2.74
==> cell usage in the layout (no fill, tap or decap), types with 3 or more instances in the layout <==
cell	n
nor2_2	6
nand3_1	3
a21oi_1	7
inv_1	3
o21ai_0	11
nor4_1	3
buf_4	6
nor2b_1	22
nor2_1	4
nand2_1	5
dfrtp_1	107
mux2_2	67
nor3_1	3
a22oi_1	3
clkbuf_16	9
clkdlybuf4s50_1	116
mux2_4	13
nand2b_1	5
mux2i_1	4
o221a_1	5
==> layout make-up <==
class | instances | area (sq um) | area share, %
clock buffer | 10 | 239.0 | 3.890
clock inverter | 5 | 60.06 | 0.9776
inverter | 5 | 18.77 | 0.3055
multi-input combinational | 190 | 1720 | 28.00
sequential | 108 | 2704 | 44.01
tap | 140 | 175.2 | 2.851
timing repair buffer | 123 | 1226 | 19.96
==> routing by layer <==
layer  track usage [%]  vias up
li1                  -     1387
met1             29.46     1480
met5                 0        -
met4             1.544        0
met2             28.12       74
met3             6.033        6
==> worst paths after layout <==
check	startpoint	end	slack, ns	depth (start not counted)
max in group asynchronous	RST	R[39]	1.87	2
worst max register to register	sft_reg[8]	bus_cap[4]	0.91	5
worst min-delay path	RST	genblk1.counter[17]	0.30	1
worst max-delay path	CEB	DOUT_EN	0.74	3
worst min register to register	bus_cap[7]	DOUTNOZ	0.50	1
min in group clk0	bus_cap[7]	DOUTNOZ	0.50	1
==> kinds of logic (layout without fill, tap and decap cells) <==
family / after synthesis / count (layout)
AND-OR/OR-AND: 42 / 42
AND/OR/NAND/NOR: 62 / 62
buffers and inverters: 27 / 143
flip-flops: 108 / 108
multiplexers: 86 / 86
Power figures rest on the tool's default switching activity, not on a simulated workload.
